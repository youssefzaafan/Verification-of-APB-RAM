==> /design/flow/design.v <==
module apb_ram (
  input presetn,
  input pclk,
  input psel,
  input penable,
  input pwrite,
  input [31:0] paddr, pwdata,
  output reg [31:0] prdata,
  output reg pready, pslverr
);
  reg [31:0] mem [32];
  typedef enum {idle = 0, setup = 1, access = 2, transfer = 3} state_type;
  state_type state = idle; 
  always@(posedge pclk)
    begin
      if(presetn == 1'b0)  
        begin
        state <= idle;
        prdata <= 32'h00000000;
        pready <= 1'b0;
        pslverr <= 1'b0;
        for(int i = 0; i < 32; i++) 
        begin
          mem[i] <= 0;
        end
       end 
      else 
        begin
      case(state)
      idle : 
      begin
        prdata <= 32'h00000000;
        pready <= 1'b0;
        pslverr <= 1'b0;
        state   <= setup;
      end
      setup:  
      begin
           if(psel == 1'b1)
             state <= access;
           else
             state <= setup;
      end
      access: 
      begin 
        if(pwrite && penable) 
          begin
            if(paddr < 32) 
            begin
            mem[paddr] <= pwdata;
            state <= transfer;
            pslverr <= 1'b0;
            pready  <= 1'b1;
            end
            else 
            begin
            state <= transfer;
            pready <= 1'b1;
            pslverr <= 1'b1;
            end
          end
        else if (!pwrite && penable)
            begin
            if(paddr < 32) 
            begin
            prdata <= mem[paddr];
            state <= transfer;
            pready <= 1'b1;
            pslverr <= 1'b0;
            end
            else 
            begin
            state <= transfer;
            pready <= 1'b1;
            pslverr <= 1'b1;
            prdata <= 32'hxxxxxxxx;
            end
          end
        else
           state <= setup;
       end  
        transfer: begin
          state <= setup;
          pready <= 1'b0;
          pslverr <= 1'b0;
        end
      default : state <= idle;
      endcase
    end
  end
endmodule
interface apb_if ();
  logic              pclk;
  logic              presetn;
  logic       [31:0] paddr;
  logic              pwrite;
  logic       [31:0] pwdata;
  logic              penable;
  logic              psel;
  logic       [31:0] prdata;
  logic              pslverr;
  logic              pready;
endinterface : apb_if
==> /design/flow/run.sh <==
#!/bin/bash
# OpenROAD 26Q1-2900-gdf79404cd8, Yosys 0.63+post, stock flow scripts
make -C /OpenROAD-flow-scripts/flow DESIGN_CONFIG=/design/flow/config.mk WORK_HOME=/design/flow/orfs finish
==> /design/flow/config.mk <==
export PLATFORM = sky130hd
export DESIGN_NAME = apb_ram
export DESIGN_NICKNAME = apb_ram
export VERILOG_FILES = /design/flow/design.v
export SDC_FILE = /design/flow/constraint.sdc
export NUM_CORES = 4
export LEC_CHECK = 1
export CORE_UTILIZATION = 40
export SYNTH_HDL_FRONTEND = slang
==> /design/flow/constraint.sdc <==
current_design apb_ram

set clk_period 14.3
set clk_io_pct 0.2

create_clock -name clk0 -period $clk_period [get_ports {pclk}]

set non_clock_inputs [all_inputs -no_clocks]
set_input_delay [expr $clk_period * $clk_io_pct] -clock clk0 $non_clock_inputs
set_output_delay [expr $clk_period * $clk_io_pct] -clock clk0 [all_outputs]
==> impl_metrics.toml <==
# generated from flow reports
[floorplan]
design.core.area_um2 = 118400
chipWidth_um = 348.3
fp-utilization_pct = 40.51
io_pins = 103
die_area_um2 = 121300
die_h_um = 348.3
std_cell_rows = 126

[global_route]
grt_pass1_vias = 28577
grt_antenna_before_repair = 3
grt_max_degree = 93
grt.total_usage_pct = 24.25
grt_pass1_wl_mm = 196.5
gr-total-overflow = 0

[worst_setup_path]
reg2reg_slack_ns = 10.44
crit_buf_inv = 3
worstPathArrival_ns = 6.80
crit_fanout = 57
endpoint_kind = "register"
cp_data_required_time_ns = 14.66
crit_family = "buffers and inverters"
max_stage_delay_ns = 1.04
criticalPathCategory = "input pin to register"
cp_cell_sequence = "clkdlybuf4s50_1 -> and2_1 -> and4_4 -> buf_4 -> and3_4 -> nand2b_2 -> buf_4"
startpoint_type = "input pin"
cpMostUsedCell = "buf_4"
critPathSlowestCell = "clkdlybuf4s50_1"

[final_timing]
period_needed_ns = 6.438
maxSlewHeadroom_pct = 22.62
clock.fmax_ghz = 0.1553
timing.setup.tns_ns = 0
tightest_slew_ns = 1.150
hold_viol = 0
setup_viol = 0
fin_crit_sh_pct = 45.02
finClkSkew_ns = 0.01495
slew_viol_final = 0
rsz0062_at_grt = "false"

[drt]
wirelength_mm = 135.9
dr.pass1.iters = 5
wl_per_cell_um = 26.21
drtAntennaViolNets = 0
viasPerCell = 5.402
vias = 28003
first_iter_violations = 1839
drc = 0

[logic_synthesis]
yosysWarningCount = 0
edf_count = 1024
area_leaders = "edfxtp_1 64%, and2_1 11%, mux2i_1 11%"
ys.flop_type = "edfxtp_1"
syn_avg_cell_area_um2 = 13.84
synth_cell_types = 41
yosysMostFrequentCell = "edfxtp_1"
top_cells_by_count = "1024 x edfxtp_1, 866 x and2_1, 512 x mux2i_1, 256 x o22ai_1, 163 x and3_1"
yosysSeqAreaShare_pct = 65.69
syn-cell-area_um2 = 47970
synth_top_area_share_pct = 64.11
yosys.area.top_type = "edfxtp_1"
ys_chip_area_um2 = 47970
ys.flops = 1062
syn_inst = 3465
ys_cells = 3465
synthArstFlopShare_pct = 0

[cts]
clock_latency_ns = 0.69
cts_root_buffer = "clkbuf_16"
numCtsBuffers = 110
postCtsHoldBufs = 0
htreeDepth = 3
path_clk_slew_ns = 0.06
clock_sinks = 1062
cts_setup_buffers = 0
ctsResizeCount = 0
tritoncts = "built"
clk_path_buf_depth = 3

[layout]
syn_to_final_growth_pct = 14.01
flop_area_um2 = 31510
fill_cells = 10018
fin_util_pct = 46.19
drive_gt1_share_pct = 11.45
final-comb-area_um2 = 15150

[worst_hold_path]
min_path_type = "register to register"

[run_status]
status = "completed"

[placement]
gp_congestion = 0.8498
dp_hpwl_mm = 76.10
io_buffers = 102

[flow_run]
maxCapViolCount = 0
warning_count = 26

[power]
power_density_nw_per_um2 = 126.4
max-vdd-ir-drop_uv = 100.7
p_leak_nw = 21.45
## layout by cell type (no fill, tap or decap), types with 3 or more instances in the layout
master / synthesis / routed
and2_1: 866 / 865
clkinv_2: 0 / 28
clkbuf_8: 0 / 12
a22o_1: 32 / 32
nor4_1: 70 / 69
a21oi_1: 4 / 4
clkinv_1: 0 / 16
bufinv_16: 0 / 17
and3_4: 3 / 3
inv_1: 4 / 4
nor2_1: 16 / 3
o21ai_4: 0 / 21
nor2_2: 8 / 21
nand4_4: 3 / 3
nand2b_2: 0 / 4
dfxtp_1: 38 / 38
clkbuf_16: 0 / 112
clkdlybuf4s50_1: 0 / 100
nand4bb_2: 0 / 6
o22ai_1: 256 / 256
inv_6: 0 / 3
nand2_1: 46 / 43
or4b_1: 4 / 4
and3_1: 163 / 163
nor2b_1: 7 / 5
o21ai_0: 24 / 3
nand2_2: 0 / 3
nor3_4: 0 / 3
edfxtp_1: 1024 / 1024
nand4b_1: 4 / 4
buf_4: 5 / 154
clkbuf_1: 159 / 17
mux2i_1: 512 / 512
## flip-flops by register name, summed over array words and instances, names as in the netlist
register	flops
pslverr	1
mem	1024
pready	1
prdata	32
state	4
## final timing paths
path,from,endpoint,depth (start not counted)
worst max register to register,state[1]$_DFF_P_,mem[15][31]$_SDFFCE_PN0P_,7
worst min-delay path,prdata[27]$_SDFFE_PN0P_,prdata[27]$_SDFFE_PN0P_,1
worst min register to register,prdata[27]$_SDFFE_PN0P_,prdata[27]$_SDFFE_PN0P_,1
worst max-delay path,paddr[0],mem[15][31]$_SDFFCE_PN0P_,7
## layer usage
layer,vias up,track usage [%],share of wire (%)
met2,1338,37.23,48
met4,4,5.925,2.8
met5,-,1.441,0.16
li1,12788,-,-
met3,237,12.05,12
met1,13636,32.14,37
## power breakdown
part	internal [mW]	switching, mW
logic	0.123	0.278
registers	3.49	0.0237
clock network	1.80	1.19
total	5.41	1.50
## stage by stage
stage	setup slack (ns)	cell area, um2	hold slack (ns)	power (mW)	instances
floorplan	7.790	47970	0.4195	3.803	3465
detailed placement	7.209	50870	0.4715	3.985	4973
CTS	7.902	54680	0.4882	6.953	5182
global placement	7.290	50870	0.4676	3.981	4973
global route	7.676	54680	0.4992	7.107	5182
finish	7.862	54690	0.4873	6.910	5184
## cell type report
type                       instances  share of cell area [%]
clock inverter                    68                   1.421
sequential                      1062                   57.62
timing repair buffer             257                   4.017
inverter                           4                 0.02745
tap                             1600                   3.661
clock buffer                     141                   5.543
antenna                            2                0.009151
multi-input combinational       2050                   27.70
## cell families (layout without fill, tap and decap cells)
group / count (synthesis) / count (layout) / synth area share, %
DFF: 1062 / 1062 / 65.69
buffers and inverters: 353 / 470 / 3.501
muxes: 512 / 512 / 10.68
other: 0 / 2 / 0
AOI/OAI and AO/OA: 318 / 318 / 4.244
and+or+nand+nor: 1220 / 1220 / 15.88
Power figures rest on the tool's default switching activity, not on a simulated workload.
